==> flow/design.v <==
module cla_4b(
    input [3:0] a,
    input [3:0] b,
    input c0,       
    output [3:0] sum,
    output c_out
);
wire [3:0] p, g;    
wire [4:0] c;       
assign c[0] = c0;
assign  p[0] = a[0] ^ b[0],
        p[1] = a[1] ^ b[1],
        p[2] = a[2] ^ b[2],
        p[3] = a[3] ^ b[3];
assign  g[0] = a[0] & b[0],
        g[1] = a[1] & b[1],
        g[2] = a[2] & b[2],
        g[3] = a[3] & b[3];
assign  c[1] = g[0] | (p[0] & c[0]),
        c[2] = g[1] | (p[1] & (g[0] | (p[0] & c[0]))),
        c[3] = g[2] | (p[2] & (g[1] | (p[1] & (g[0] | (p[0] & c[0]))))),
        c[4] = g[3] | (p[3] & (g[2] | (p[2] & (g[1] | (p[1] & (g[0] | (p[0] & c[0])))))));
assign  sum[0] = p[0] ^ c[0],
        sum[1] = p[1] ^ c[1],
        sum[2] = p[2] ^ c[2],
        sum[3] = p[3] ^ c[3];
assign c_out = c[4];        
endmodule
==> flow/run.sh <==
#!/bin/bash
# OpenROAD 26Q1-2900-gdf79404cd8, Yosys 0.63+post, stock flow scripts
make -C /OpenROAD-flow-scripts/flow DESIGN_CONFIG=/design/flow/config.mk WORK_HOME=/design/flow/orfs finish
==> flow/config.mk <==
export PLATFORM = sky130hd
export DESIGN_NAME = cla_4b
export DESIGN_NICKNAME = cla_4b
export VERILOG_FILES = /design/flow/design.v
export SDC_FILE = /design/flow/constraint.sdc
export NUM_CORES = 4
export LEC_CHECK = 1
export CORE_AREA = 10 10 70 70
export DIE_AREA = 0 0 80 80
==> flow/constraint.sdc <==
current_design cla_4b

set clk_period 5.0
set clk_io_pct 0.2

create_clock -name clk0 -period $clk_period

set non_clock_inputs [all_inputs -no_clocks]
set_input_delay [expr $clk_period * $clk_io_pct] -clock clk0 $non_clock_inputs
set_output_delay [expr $clk_period * $clk_io_pct] -clock clk0 [all_outputs]
==> flow_metrics.env <==
# implementation run metrics
export IMPL_whs_endpoint="c_out"
export IMPL_min_delay_path_class="in -> out"
export IMPL_post_layout_min_period_ns=4.48
export IMPL_power_density_mw_per_mm2=91.7
export IMPL_critPathMaxFanout=1
export IMPL_die_y_microns=80
export IMPL_grt_antenna_before_repair=0
export IMPL_drv_max_cap_violation_count=0
export IMPL_dr_total_vias=129
export IMPL_drt_pre_antenna_iters=1
export IMPL_max_clock_freq_mhz=223
export IMPL_post_route_cells_drive_above_1_share_pct=0
export IMPL_die_w_microns=80
export IMPL_timing_max_transition_violations_final=0
export IMPL_route_antenna_diode_count=0
export IMPL_leakage_nw=0.137
export IMPL_run_status="completed"
export IMPL_drc=0
export IMPL_drt_total_wl_microns=446
export IMPL_post_synth_num_cell_types=2
export IMPL_yosys_stat_chip_area_sq_um=118
export IMPL_cts_post_setup_buffers_inserted=0
export IMPL_overflow=0
export IMPL_syn_mean_instance_area_sq_um=8.40
export IMPL_final_cell_mix="clkdlybuf4s50_1 (14), inv_1 (10), fa_1 (4)"
export IMPL_lay_top_count="clkdlybuf4s50_1"
export IMPL_max_slew_worst_pin_slew_ns=0.104
export IMPL_sequential_to_total_area_share_from_yosys_stat_pct=0
export IMPL_timing_final_hold_violations=0
export IMPL_maximum_number_of_pins_on_one_net_before_global_route_repair=2
export IMPL_setup_violations_final=0
export IMPL_critPathArrivalTime_ns=3.48
export IMPL_report_power_total_uw=28.9
export IMPL_cp_end_kind="output port"
export IMPL_ys_cells=14
export IMPL_regArea_sq_um=0
export IMPL_setup_tns_final_ns=0
export IMPL_worstSetupPathType="in -> out"
export IMPL_grt_util_all_layers_pct=1.37
export IMPL_antenna_violating_nets_post_route=0
export IMPL_min_period_over_period_pct=89.6
export IMPL_post_cts_resize_count=0
export IMPL_start_kind="input port"
export IMPL_port_buffer_count=14
export IMPL_holdBufCountCts=0
export IMPL_rsz_0062_raised_after_global_routing="no"
export IMPL_startpoint="b[0]"
export IMPL_initial_core_util_pct=3.44
export IMPL_clkbuf_count=0
export IMPL_wire_per_inst_microns=6.03
export IMPL_area_growth_pct=168
export IMPL_synthCells=14
export IMPL_dieArea_sq_mm=0.00640
export IMPL_ios=14
export IMPL_dp_final_hpwl_microns=461
export IMPL_place_congestion=0.779
export IMPL_peakVddDrop_v=0.0000273
export IMPL_worst_ep_required_time_ns=4.00
export IMPL_fp_coreArea_sq_mm=0.00342
export IMPL_hold_path_cell_count=5
export IMPL_floorplan_rows=21
export IMPL_post_drt_via_cell_ratio=1.74
export IMPL_grt_first_pass_wirelength_microns=696
export IMPL_max_slew_margin_rel_pct=93.1
export IMPL_synth_warnings=0
export IMPL_first_global_vias=141
export IMPL_layout_sequential_cells=0
export IMPL_openroad_warnings=32
export IMPL_syn_area_sq_um=118
export IMPL_detailedRoute_firstIterationViolations=0
export IMPL_hp_start="b[3]"
==> how the worst max path moves through the flow <==
stage | end | cells past startpoint
final | sum[3] | 10
after global routing | sum[3] | 10
after CTS | sum[3] | 10
==> synthesized netlist by cell type <==
cell type,count,share of area (%)
inv_1,10,32
fa_1,4,68
==> where the power goes <==
part	internal, mW	switching [mW]	total, mW	leakage (nW)
logic	0.0208	0.00814	0.0289	0.137
registers	0	0	0	0
clock network	0	0	0	0
total	0.0208	0.00814	0.0289	0.137
==> cells by family after synthesis <==
kind of cell / after synthesis / synth area share (%)
buf+inv: 10 / 31.9
fa+ha+maj: 4 / 68.1
==> cell type report <==
type,count,area [sq um]
Fill cell,401,3100
Timing Repair Buffer,14,140
Multi-Input combinational cell,4,80.1
Tap cell,46,57.6
Inverter,10,37.5
==> metal layers <==
metal | wire (microns) | up-vias | share of wire [%] | global-route usage, %
li1 | - | 60 | - | -
met1 | 227 | 56 | 51 | 2.07
met2 | 139 | 13 | 31 | 1.85
met3 | 79 | 0 | 18 | 0.568
met4 | 0 | 0 | 0 | 0
met5 | 0 | - | 0 | 0
==> through the flow <==
| step | util, % | worst slack (ns) | cell area (sq um) | hold slack [ns] | instances |
|---|---|---|---|---|---|
| after CTS | 9.23 | 0.470 | 315 | 3.07 | 74 |
| final | 9.23 | 0.521 | 315 | 3.06 | 74 |
| after detailed placement | 9.23 | 0.459 | 315 | 3.07 | 74 |
| after global routing | 9.23 | 0.404 | 315 | 3.12 | 74 |
| after global placement | 9.23 | 0.539 | 315 | 3.04 | 74 |
| after floorplan | - | 1.52 | 118 | 2.11 | 14 |
==> critical path, cell delays in order <==
cell and delay, ns:
clkdlybuf4s50_1 0.40, inv_1 0.07, fa_1 0.17, inv_1 0.05, fa_1 0.40, fa_1 0.37
inv_1 0.08, fa_1 0.41, inv_1 0.06, clkdlybuf4s50_1 0.47
No activity file was given, so power comes from the tool's default toggle rates.
