==> /design/flow/run.sh <==
#!/bin/bash
# OpenROAD 26Q1-2900-gdf79404cd8, Yosys 0.63+post, stock flow scripts
make -C /OpenROAD-flow-scripts/flow DESIGN_CONFIG=/design/flow/config.mk WORK_HOME=/design/flow/orfs finish
==> /design/flow/config.mk <==
export PLATFORM = sky130hd
export DESIGN_NAME = results_conv
export DESIGN_NICKNAME = results_conv
export VERILOG_FILES = /design/flow/design.v
export SDC_FILE = /design/flow/constraint.sdc
export NUM_CORES = 4
export LEC_CHECK = 1
export CORE_AREA = 10 10 70 70
export DIE_AREA = 0 0 80 80
==> /design/flow/constraint.sdc <==
current_design results_conv

set clk_period 1.0
set clk_io_pct 0.2

create_clock -name clk0 -period $clk_period [get_ports {clk_i}]

set non_clock_inputs [all_inputs -no_clocks]
set_input_delay [expr $clk_period * $clk_io_pct] -clock clk0 $non_clock_inputs
set_output_delay [expr $clk_period * $clk_io_pct] -clock clk0 [all_outputs]
==> /design/flow/design.v <==
module results_conv
    #(num_ports = 5)(
    input   clk_i,
    input   rst_ni,
    input       [num_ports-1:0] req_i,      
    output  reg [num_ports-1:0] gnt_o       
);
    wire [num_ports-1:0] gnt_nxt;
    assign gnt_nxt[0] = req_i[0];   
    genvar i;
    generate
        for(i = 1; i < num_ports; i++) begin
            assign gnt_nxt[i] = req_i[i] & ~(|req_i[i-1:0]) ;     
        end
    endgenerate
    always_ff @(posedge clk_i or negedge rst_ni) begin
    	if(!rst_ni) begin
    		gnt_o <= {num_ports{1'b0}};   
    	end
    	else begin
			gnt_o <= gnt_nxt;    		
    	end
    end
endmodule
==> Flow_metrics.wiki <==
=== Physical design figures ===
{| class="wikitable"
! Metric !! Value
|-
| Antenna cells || 0
|-
| Fmax || roughly 1100 MHz
|-
| Flip-flop count of the largest register, all copies and words added || 5
|-
| RSZ-0062 raised after global routing || false
|-
| Max-capacitance violation count || 0
|-
| Worst setup path end || gnt_o[0]
|-
| Critical-path top delay cell || sky130_fd_sc_hd__dfrtp_1
|-
| Die Area || around 0.0064 mm^2
|-
| Instance count on the critical path || 1
|-
| Top fanout value on the critical path || 1
|-
| Synthesized netlist cell count || 10
|-
| Endpoints failing setup || 0
|-
| Global-route wire length before repair || 924 um
|-
| Setup crit start || gnt_o[0]
|-
| Cycle use final || 0.922
|-
| Antenna-violating nets left || 0
|-
| Horizontal die size || around 80 um
|-
| Post-synth seq share || 0.725
|-
| Final Hold Fails || 0
|-
| H-tree depth || 1
|-
| Slowest stage delay, CP || around 370 ps
|-
| Distinct cell type count after synthesis || 6
|-
| CP cell instances || buf_2
|-
| HP Class || in2async
|-
| Flops after synth || 5
|-
| Final Slew Violations || 0
|-
| Kind of critical path || reg2out
|-
| Main flop type after synthesis || sky130_fd_sc_hd__dfrtp_1
|-
| Vias in the first global route || 180
|-
| Half-perimeter wire length after detailed placement || just under 500 um
|-
| Number of enable-type register cells in the synthesized netlist || 0
|-
| Relative slew slack || 0.858
|-
| CP arrival || 720 ps
|-
| Final global-route overflow total || 0
|-
| 1st-pass router iterations || 1
|-
| Global-route usage over all layers || 0.0188
|-
| Final total power || between 0.4 and 0.5 mW
|-
| Number of remaining DRC errors || 0
|-
| Syn Area/Cell || ~17 um^2
|-
| Initial drt markers || 0
|-
| Count of instantiated cells in the yosys netlist || 10
|-
| Top cell type by instance count after synthesis || sky130_fd_sc_hd__dfrtp_1
|-
| Final sum of negative setup slack || 0 ps
|-
| Clock tree from TritonCTS || built
|-
| Ys Warns || 1
|-
| PD cells || between 1000 and 1500 mW/mm^2
|-
| Clock transition at the registers of the reported paths || ~40 ps
|-
| Placeable core region || approximately 0.0034 mm^2
|-
| Worst-margin pin slew || around 210 ps
|-
| Final Wtd Congestion || around 0.7
|-
| Clock tree buffer depth || 2
|-
| Sum of routed wire length over all layers || 560 um
|-
| Worst EP required || 800 ps
|-
| Max-area cell share || 0.725
|-
| Status || completed
|-
| DR vias || about 140
|-
| Largest reg by FF count || gnt_o
|-
| CP Buf/Inv Count || 1
|-
| Clock tree sinks || 5
|-
| Number of standard-cell rows in the floorplan || 21
|-
| Critical path startpoint category || register
|-
| Vias per std cell || 1.97
|-
| Peak VDD IR || roughly 0.4 mV
|-
| Tally of OpenROAD warnings || 25
|-
| Largest delay share family, worst path || flip-flops
|-
| Share of the core filled with cells in the final layout || 0.100
|-
| Cell area leaders || sky130_fd_sc_hd__dfrtp_1 (72%), sky130_fd_sc_hd__nor4b_2 (8.7%), sky130_fd_sc_hd__nor4_2 (7.2%)
|-
| Final critical path time including I/O delays and setup || about 920 ps
|-
| Share of flip-flops with an asynchronous set or reset after synthesis || 1.00
|-
| Buffers inserted during post-CTS setup optimization || 0
|-
| Die height || roughly 80 um
|-
| Cell at the root of the clock tree || sky130_fd_sc_hd__clkbuf_4
|-
| Largest net degree at the start of global routing || 6
|-
| Static power due to leakage || approximately 0.14 nW
|-
| IO Port Bufs || 11
|-
| Average wire per standard cell || approximately 8 um
|-
| Layout overhead on the synthesized area || 97.8%
|-
| Top-level port count || 12
|-
| Yosys chip area || around 170 um^2
|-
| Leading registers by flop count || gnt_o: 5 flops
|-
| Number of clock buffers inserted by TritonCTS || 3
|-
| Area of the mapped netlist || roughly 170 um^2
|-
| Number of antenna violations at the first check in global routing || 0
|-
| Fraction of final layout cells with drive strength greater than 1 || 0.400
|-
| Starting Density || 0.0505
|-
| CP Capture Type || output pin
|-
| Synth area leader || sky130_fd_sc_hd__dfrtp_1
|}
-- per-layer routing --
layer / up-vias / track usage / share of wire
met2: 15 / 0.0152 / 0.18
met4: 0 / 0.00704 / 0.032
li1: 64 / - / -
met1: 58 / 0.0281 / 0.59
met5: - / 0 / 0
met3: 3 / 0.0182 / 0.19
-- cell families after synthesis --
family           after synthesis  synth area share
DFF                            5             0.725
and+or+nand+nor                5             0.275
-- final cells by class --
cell class	instances	area, um^2
Timing Repair Buffer	11	85.1
Clock buffer	4	26.3
Sequential cell	5	125
Tap cell	46	57.6
Fill cell	414	3070
Multi-Input combinational cell	5	47.5
-- worst min-delay path by stage --
stage       from       end  slack, ps
4_1_cts   rst_ni  gnt_o[4]        180
5_1_grt   rst_ni  gnt_o[4]        180
6_report  rst_ni  gnt_o[4]        180
-- metrics by stage --
stage	area (um^2)	hold WS (ps)	setup slack, ps	instances
floorplan	173	-95.6	468	10
global placement	340	424	-38.1	67
detailed placement	340	431	-51.4	67
CTS	357	176	1.86	71
global route	342	185	37.0	71
finish	342	175	77.5	71
-- cell usage in the layout (no fill, tap or decap) --
master                            netlist  layout
sky130_fd_sc_hd__dfrtp_1                5       5
sky130_fd_sc_hd__nor4b_2                1       1
sky130_fd_sc_hd__clkbuf_1               0       1
sky130_fd_sc_hd__nor4_2                 1       1
sky130_fd_sc_hd__clkbuf_4               0       3
sky130_fd_sc_hd__nor2b_1                1       1
sky130_fd_sc_hd__nand2b_1               1       1
sky130_fd_sc_hd__clkdlybuf4s50_1        0       6
sky130_fd_sc_hd__buf_2                  0       2
sky130_fd_sc_hd__nor3b_1                1       1
sky130_fd_sc_hd__clkbuf_2               0       3
-- power breakdown --
group / total (mW) / internal, mW / switching [mW]
Combinational: 0.0482 / 0.0307 / 0.0176
Clock: 0.227 / 0.150 / 0.0766
Sequential: 0.213 / 0.211 / 0.00240
-- timing repair --
action	in CTS	in global routing
resized	12	3
hold buffers	0	0
hold endpoints to repair	0	0
setup endpoints to repair	5	3
cloned	0	0
Power and IR drop assume default switching activity.
